==> flow/run.sh <==
#!/bin/bash
# OpenROAD 26Q1-2900-gdf79404cd8, Yosys 0.63+post, stock flow scripts
make -C /OpenROAD-flow-scripts/flow DESIGN_CONFIG=/design/flow/config.mk WORK_HOME=/design/flow/orfs finish
==> flow/config.mk <==
export PLATFORM = sky130hd
export DESIGN_NAME = MainModule
export DESIGN_NICKNAME = MainModule
export VERILOG_FILES = /design/flow/design.v
export SDC_FILE = /design/flow/constraint.sdc
export NUM_CORES = 4
export LEC_CHECK = 1
export CORE_UTILIZATION = 30
==> flow/constraint.sdc <==
current_design MainModule

set clk_period 6.7
set clk_io_pct 0.2

create_clock -name clk0 -period $clk_period [get_ports {clk}]

set non_clock_inputs [all_inputs -no_clocks]
set_input_delay [expr $clk_period * $clk_io_pct] -clock clk0 $non_clock_inputs
set_output_delay [expr $clk_period * $clk_io_pct] -clock clk0 [all_outputs]
==> flow/design.v <==
module adder(input [7:0] DOut1,
	     input [7:0] DOut2,
             output reg [7:0] AddOut);
always @(DOut1,DOut2)
 begin	
  AddOut= DOut2+DOut1;
 end
endmodule
module comparator(input [7:0] DOut1,
		  input [7:0] DOut2,
	  	  output reg [7:0] Comp,
		  output reg Sign);
always @(DOut1,DOut2)
 begin
  Comp=((~DOut1)+1)+DOut2;
  if(Comp[7]==1)
  	Sign=0;
  else
	Sign=1;
 end
endmodule
module controller(clk,reset,WEA,WEB,IncA,IncB);
input clk,reset;
output reg WEA,WEB,IncA,IncB;
reg [4:0] PS,NS;
localparam S0=5'b00000,S1=5'b00001,S2=5'b00010,S3=5'b00011,S4=5'b00100,S5=5'b00101,
	   S6=5'b00110,S7=5'b00111,S8=5'b01000,S9=5'b01001,S10=5'b01010,S11=5'b01011,
	   S12=5'b01100,S13=5'b01101,S14=5'b01110,S15=5'b01111,S16=5'b10000,S17=5'b10001,
	   S18=5'b10010;
initial
begin
  WEA=0;
  WEB=0;
  IncA=0;
  IncB=0;
  PS=S0;
  NS=S0;
end
always @(posedge clk)
begin
 PS=NS;
if (reset)
    begin
     NS = S0;
    end
else
  begin 
    case(PS)
      S0:
        begin
          NS = S1;
        end
      S1:
        begin
          NS = S2;
	  WEA=1;
  	  IncA=1;
	end
      S2:
        begin
          NS = S3;
	end
      S3:
        begin
          NS = S4;
	end
      S4:
        begin
          NS = S5;
	end
      S5:
        begin
          NS = S6;
	  WEA=1;
  	  IncA=1;
	end 
      S6:
        begin
          NS = S7;
	end 
      S7:
        begin
          NS = S8;
	end 
      S8:
        begin
          NS = S9;
	end 
      S9:
        begin
          NS = S10;
	  WEA=0;
	end 
      S10:
        begin
          NS = S11;
	end 
      S11:
        begin
          NS = S12;
	  WEB=1;
	end 
      S12:
        begin
          NS = S13;
	  WEB=0;
	  IncB=1;
	end 
      S13:
        begin
          NS = S14;
	  WEB=1;
  	  IncB=0;
	end 
      S14:
        begin
          NS = S15;
	  WEB=0;
  	  IncB=1;
	end 
      S15:
        begin
          NS = S16;
	  WEB=1;
  	  IncB=0;
	end 
      S16:
        begin
          NS = S17;
          WEB=0;
	  IncB=1;
	end 
      S17:
        begin
          NS = S18;
	  WEB=1;
  	  IncA=0;
	  IncB=0;
	end 
      S18:
        begin
          NS = S0;
  	  IncB=1;
	  WEB=0;
	end 
      default:
	  begin
	  NS = S0;
	  WEA=0;	
	  WEB=0;	
  	  IncA=0;
	  IncB=0;
	  end
      endcase 	
     end 
 end
endmodule
module counterA(input clk,
	        input reset,
		input IncA,
		output reg [2:0] AddrA);
always @(posedge clk)
 begin
  if(reset)
	AddrA<=3'b000;
  else if(reset==0 && IncA==1)
	AddrA<=AddrA+1;
  else
	AddrA<=3'b000;
 end
endmodule
module counterB(input clk,
	        input reset,
		input IncB,
		output reg [1:0] AddrB);
initial
begin
 AddrB=2'b00;
end
always @(posedge clk)
 begin
  if(reset)
	AddrB<=2'b00;
  else if(reset==0 && IncB==1)
	AddrB<=AddrB+1;
 end
endmodule
`timescale 10ns/1ns
module dflipflop(input [7:0] DOut1,
		 input clk,
		 output reg [7:0] DOut2);
always @(posedge clk)
 begin
 DOut2=DOut1;
  end
endmodule
module MainModule(input clk,reset,
		  input [7:0] DataInA,
	 	  output WEB,WEA,IncA,IncB,
		  output Sign,
		  output [7:0] DOut1,
		  output [7:0] DOut2,
	  	  output [7:0] Comp,
		  output [2:0] AddrA,
		  output [1:0] AddrB,
		  output [7:0] DataInB,
		  output [7:0] AddOut,
		  output [7:0] SUBOut,
       		  output [7:0]  AddOut1,
	  	  output [7:0]  SUBOut1);
controller c1(.clk(clk),.reset(reset),.WEA(WEA),.WEB(WEB),.IncA(IncA),.IncB(IncB));
counterA counterA(.clk(clk),.reset(reset),.IncA(IncA),.AddrA(AddrA));
memoryA memoryA(.AddrA(AddrA),.WEA(WEA),.DataInA(DataInA),.DOut1(DOut1), .clk(clk));
dflipflop dflipflop(.clk(clk),.DOut1(DOut1),.DOut2(DOut2));
comparator comparator(.DOut1(DOut1),.DOut2(DOut2),.Comp(Comp),.Sign(Sign));
adder add(.DOut1(DOut1),.DOut2(DOut2),.AddOut(AddOut));
subout sub(.DOut1(DOut1),.DOut2(DOut2),.SUBOut(SUBOut));
mux1 my_mux(.AddOut1(AddOut),.SUBOut1(SUBOut),.Sign(Sign),.DataInB(DataInB));
counterB counterB(.clk(clk),.reset(reset),.IncB(IncB),.AddrB(AddrB));
memoryB memoryB(.AddrB(AddrB),.WEB(WEB),.DataInB(DataInB), .clk(clk));
endmodule 
`timescale 10ns/1ns
module memoryA( input [2:0] AddrA,
		input WEA,
		input [7:0] DataInA,
		output reg [7:0] DOut1, input clk);
reg [7:0]MemA[0:7];
always @(posedge clk)
 begin
  if(WEA)
	MemA[AddrA]=DataInA;
  else 
	DOut1=MemA[AddrA];
  end 
endmodule
module mux1(input  [7:0]  AddOut1,
	    input  [7:0]  SUBOut1,
	    input  Sign,
	    output [7:0] DataInB);
assign DataInB= Sign ? SUBOut1 : AddOut1;
endmodule
module subout(input [7:0] DOut1,
	      input[7:0]  DOut2,
	      output reg [7:0]  SUBOut);
always @(DOut1,DOut2)
 begin
  SUBOut = DOut2-DOut1;
 end
endmodule
module memoryB( input [1:0] AddrB,
		input WEB,
		input [7:0] DataInB, input clk);
reg [7:0]MemB[0:3];
always @(posedge clk)
 begin
  if(WEB)
	MemB[AddrB]=DataInB;
  end 
endmodule
==> flow_summary.json <==
{
  "outcome": "complete, no violations",
  "final.period_utilization_pct": 63.71,
  "dieArea_sq_um": 15820,
  "post-route-cell-area_sq_um": 5594,
  "timing.critical_path.from_type": "flop",
  "synth.avg_cell_area_sq_um": 12.46,
  "wire_length_of_the_first_global_routing_pass_mm": 14.47,
  "post_synth_main_area_contributors": "edfxtp_1 (50%), dfxtp_1 (7.8%), ha_1 (5.4%)",
  "synth-main-ff-cell": "edfxtp_1",
  "grtUsageMet1_pct": 17.18,
  "globalRoute.busiestLayer": "met2",
  "cp.required_ns": 5.36,
  "largest_stage_delay_worst_path_ns": 0.44,
  "layout-drive-gt1-share_pct": 11.86,
  "finalMaxSlewViolations": 0,
  "grt_start_max_net_pins": 22,
  "worstPathArrival_ns": 2.93,
  "utilization_pct": 37.92,
  "globalRoute.totalOverflow": 0,
  "cts_htree_levels": 3,
  "io_buffer_count": 67,
  "vdd_drop_max_uv": 136.1,
  "rsz0062_at_grt": "false",
  "detail_route.first_pass.iterations": 7,
  "ys.flops": 94,
  "clock_tree.buffer_depth": 2,
  "setup_total_negative_slack_ns": 0,
  "maxCapViolations": 0,
  "finalHoldViolCount": 0,
  "die.size.x_um": 125.8,
  "tool_warnings": 36,
  "synth.yosys.chip_area_sq_um": 4597,
  "die_height_um": 125.8,
  "dp_cells": 598,
  "worst-setup-path-type": "reg2out",
  "gr-usage-met3_pct": 5.065,
  "postSynth.asyncResetShare_pct": 0,
  "timing.final.setup_violations": 0,
  "vias": 2885,
  "path_cells": "ha_1, inv_1, fa_1, or2_1, a221oi_2, nor4b_1, a211oi_2, mux2_4, clkdlybuf4s50_1",
  "route.antenna.remaining_nets": 0,
  "drcViolationCount": 0,
  "worst_slew_pin_slew_ns": 0.8544,
  "dpl_worst_slack_ns": 2.750,
  "area_delta_synth_final_pct": 21.69,
  "normalized_max_slew_margin_pct": 42.83,
  "detailed_place.area_sq_um": 5315,
  "wl_per_cell_um": 14.22,
  "ys_seq_share_pct": 57.49,
  "cts-root-buf": "clkbuf_16",
  "viasPerCell": 4.699,
  "crit_path_top_delay_cell": "clkdlybuf4s50_1",
  "diodes": 0,
  "final_estimated_routing_congestion_in_global_placement": 0.8798,
  "fp-utilization_pct": 31.16,
  "cts_tree": "yes",
  "grt_antenna_before_repair": 0,
  "ys_cells": 369,
  "holdCritPathClass": "reg2reg",
  "finalHoldWorstSlack_ns": 0.4322,
  "setup_slack_ns": 2.431,
  "io_pins": 84,
  "achievable-frequency_ghz": 0.2343,
  "global_route.usage.total_pct": 11.99,
  "p_per_area_nw_per_um2": 256.8,
  "synth.distinct_cells": 56,
  "cts_resized": 0,
  "top_area_cell": "edfxtp_1",
  "synth-warning-count": 26,
  "clock_buffer_count_from_cts": 9,
  "syn_inst": 369,
  "crit_path_end_kind": "output port",
  "row_count": 44,
  "filler_cell_count": 1370,
  "finalWirelength_mm": 8.732,
  "clock_insertion_delay_worst_skew_ns": 0.34,
  "clock-sinks": 94,
  "gr-usage-met2_pct": 18.07,
  "post_synth_instance_area_sq_um": 4597,
  "post-dp-hpwl_mm": 6.172,
  "min_period_ns": 4.269,
  "leakage_nw": 2.030,
  "total_power_mw": 1.436,
  "cts_setup_buffers": 0,
  "edf_count": 76,
  "top_cell_area_share_pct": 49.65,
  "first_global_vias": 2865,
  "worst_setup_hold_path_clk_slew_ns": 0.06,
  "crit_fanout": 4,
  "drt_iter0_drc": 266,
  "floorplan_core_area_sq_um": 14750,
  "skew_ns": 0.007566,
  "stdcell_count": 614,
  "number_of_hold_repair_buffers_added_at_the_cts_stage": 0
}
-- worst paths after layout --
check                           cells past startpoint                      endpoint  slack [ns]                          from
worst min register to register                      0    dflipflop.DOut2[2]$_DFF_P_        0.43    memoryA.DOut1[2]$_DFFE_PN_
worst max-delay path                                9                    DataInB[6]        2.43    memoryA.DOut1[0]$_DFFE_PN_
worst min-delay path                                0    dflipflop.DOut2[2]$_DFF_P_        0.43    memoryA.DOut1[2]$_DFFE_PN_
worst max register to register                      5  memoryA.MemA[0][7]$_DFFE_PP_        3.64  counterA.AddrA[0]$_SDFF_PP0_
-- cell type report --
| type | instances | area, sq um | share of cell area (%) |
|---|---|---|---|
| clock buffers | 12 | 246.5 | 4.406 |
| clock inverters | 4 | 32.53 | 0.5815 |
| inverters | 24 | 90.09 | 1.610 |
| multi-input cells | 220 | 1614 | 28.85 |
| flip-flops and latches | 94 | 2643 | 47.24 |
| well taps | 184 | 230.2 | 4.115 |
| repair buffers | 76 | 738.2 | 13.20 |
-- worst max-delay path, delay by kind of cell (launching register included) --
family	cells	cell delay [ns]
buffers and inverters	2	0.50
and+or+nand+nor	2	0.36
muxes	1	0.19
adders and majority gates	2	0.60
DFF	1	0.41
AOI/OAI and AO/OA	2	0.54
-- cell usage in the layout, fill, tap and decap left out, types with 2 or more instances in the layout --
cell type,instances
a222oi_1,12
a21oi_2,3
a21o_1,4
a21oi_1,18
nand2_1,20
mux2_2,7
nand3_1,2
nor2_1,29
a41oi_2,3
fa_1,2
and2_1,2
conb_1,16
o21ai_0,7
clkbuf_1,2
clkdlybuf4s50_1,67
or2_1,2
edfxtp_1,76
nor4_1,3
clkinvlp_4,2
a211oi_1,3
ha_1,20
mux2_4,6
nor3_1,7
nor2b_1,5
xnor2_1,5
clkbuf_16,9
nor4b_1,2
nor2_2,3
inv_1,23
nand2b_1,5
buf_4,9
a221oi_1,5
xor2_1,7
dfxtp_1,18
-- flip-flops by register name, summed over array words and instances, names as in the netlist --
signal / cells
c1.WEB: 1
memoryA.DOut1: 8
c1.IncA: 1
c1.WEA: 1
counterB.AddrB: 2
c1.IncB: 1
memoryA.MemA: 64
counterA.AddrA: 3
c1.NS: 5
dflipflop.DOut2: 8
-- power by group --
| group | leakage, nW | switching (mW) | internal, mW |
|---|---|---|---|
| sequential | 0.853 | 0.0155 | 0.658 |
| combinational | 1.05 | 0.106 | 0.186 |
| clock | 0.129 | 0.208 | 0.264 |
| total | 2.03 | 0.330 | 1.11 |
-- synthesized netlist by cell type, types with 2 or more instances --
cell      instances
buf_6             4
nor2_1           29
fa_1              2
buf_4            27
nand2_1          20
a221oi_1          5
xor2_1            7
a222oi_1         12
nand2b_1          5
nor3_1            7
clkbuf_1         12
nor4_1            3
and2_1            2
ha_1             20
a21oi_2           3
o21ai_0           7
edfxtp_1         76
a41oi_2           3
dfxtp_1          18
mux2_4            6
a21oi_1          18
nor2b_1           5
mux2_2            7
inv_1            23
nor4b_1           2
nand3_1           2
xnor2_1           5
a21o_1            4
buf_2             3
or2_1             2
a211oi_1          3
nor2_2            3
-- layer usage --
| layer | part of all wire, % | vias up |
|---|---|---|
| li1 | - | 1422 |
| met1 | 46 | 1341 |
| met2 | 44 | 110 |
| met3 | 8.1 | 12 |
| met4 | 1.5 | 0 |
| met5 | 0 | - |
-- cells by family (layout without fill, tap and decap cells) --
| group | count (synthesis) | count (layout) | share of synthesized area [%] |
|---|---|---|---|
| muxes | 13 | 13 | 3.675 |
| and+or+nand+nor | 87 | 87 | 9.390 |
| DFF | 94 | 94 | 57.49 |
| adders and majority gates | 22 | 22 | 6.315 |
| other | 1 | 16 | 0.08158 |
| AOI/OAI and AO/OA | 70 | 70 | 12.11 |
| xor gates and xnor gates | 12 | 12 | 2.286 |
| buffers and inverters | 70 | 116 | 8.655 |
No activity file was given, so power comes from the tool's default toggle rates.
